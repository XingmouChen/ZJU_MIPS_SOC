==> design/flow/design.v <==
`timescale 1ns / 1ps
module MEMORY (
				input clk,
				input wire [31:0] addr,  
				input wire [31:0] dataIn,  
				input wire write,  
				output reg [31:0] dataOut);  
	reg [31:0] mem [0:69];  
	initial begin  
		mem[0] = 32'h3C17E000;
		mem[1] = 32'h3C16F000;
		mem[2] = 32'h2008FFF0;
		mem[3] = 32'hAEC80000;
		mem[4] = 32'h3C08FFFF;
		mem[5] = 32'h20080000;
		mem[6] = 32'hAEE80000;
	end
	reg [31:0] d[0:3];  
	always @(posedge clk) begin
		if (write) begin
			case(addr)
				32'hF000_0000: d[0] = dataIn;  
				32'hF000_0004: d[1] = dataIn;
				32'hE000_0000: d[2] = dataIn;  
				32'hE000_0004: d[3] = dataIn;
			endcase
		end
	end
	always @* begin
		case(addr)
			32'hF000_0000: dataOut = d[0];
			32'hF000_0004: dataOut = d[1];
			32'hE000_0000: dataOut = d[2];
			32'hE000_0004: dataOut = d[3];
			default: dataOut = mem[addr[15:2]];
		endcase
	end	
endmodule
module MCPU_MCPU_sch_tb();
   reg reset;
   reg clk;
   reg MIO_ready;
   reg INT;
   wire [31:0] Data_in;
   wire [4:0] state;
   wire [31:0] Inst_out;
   wire [31:0] Data_out;
   wire [31:0] Addr_out;  
   wire [31:0] PC_out;
   wire mem_w;
   wire CPU_MIO;
   Multi_CPU UUT (
		.state(state), 
		.inst_out(Inst_out), 
		.Data_out(Data_out), 
		.Addr_out(Addr_out), 
		.reset(reset), 
		.clk(clk), 
		.MIO_ready(MIO_ready), 
		.mem_w(mem_w), 
		.PC_out(PC_out), 
		.CPU_MIO(CPU_MIO), 
		.INT(INT), 
		.Data_in(Data_in)
   );
	MEMORY mmr(
		.clk(~clk),
		.addr(Addr_out),
		.dataIn(Data_out),
		.write(mem_w),
		.dataOut(Data_in)
	);
	initial begin	
		reset = 1'b1;
		clk = 1'b1;
		MIO_ready = 1'b1;
		INT = 1'b0;
		#100;
		reset = 1'b0;
	end
	always @* #50 clk <= ~clk;
endmodule
==> design/flow/run.sh <==
#!/bin/bash
# OpenROAD 26Q1-2900-gdf79404cd8, Yosys 0.63+post, stock flow scripts
make -C /OpenROAD-flow-scripts/flow DESIGN_CONFIG=/design/flow/config.mk WORK_HOME=/design/flow/orfs finish
==> design/flow/config.mk <==
export PLATFORM = sky130hd
export DESIGN_NAME = MEMORY
export DESIGN_NICKNAME = MEMORY
export VERILOG_FILES = /design/flow/design.v
export SDC_FILE = /design/flow/constraint.sdc
export NUM_CORES = 4
export LEC_CHECK = 1
export CORE_UTILIZATION = 50
==> design/flow/constraint.sdc <==
current_design MEMORY

set clk_period 9.3
set clk_io_pct 0.2

create_clock -name clk0 -period $clk_period [get_ports {clk}]

set non_clock_inputs [all_inputs -no_clocks]
set_input_delay [expr $clk_period * $clk_io_pct] -clock clk0 $non_clock_inputs
set_output_delay [expr $clk_period * $clk_io_pct] -clock clk0 [all_outputs]
==> results_dict.tcl <==
# implementation run metrics
set metrics [dict create \
    compound_area_share_pct 14.57 \
    arrival_ns 5.30 \
    stdcell_area_mm2 0.006932 \
    wirelength_um 12180 \
    avgSynthCellArea_um2 15.69 \
    start_kind "input pin" \
    critical_path_required_ns 7.44 \
    warning_count 31 \
    synth_top_area_share_pct 73.13 \
    rows 37 \
    core_mm2 0.01028 \
    postSynthCellCount 335 \
    fp_util_pct 51.14 \
    final_core_util_pct 67.45 \
    antenna_found_initial 0 \
    fillerInstances 705 \
    crit_fanout 32 \
    synthXorXnorAreaFrac_pct 0 \
    die-width_um 104.5 \
    fin_crit_ns 7.158 \
    grt_max_degree 51 \
    setup_violations 0 \
    slew-limit-headroom_pct 45.86 \
    htreeDepth 4 \
    simple_gate_area_share_pct 8.070 \
    power.leakage_uw 0.002253 \
    worstSetupPathType "input pin to output pin" \
    pwr_density_cell_mw_per_mm2 189.2 \
    dieArea_mm2 0.01093 \
    wire_per_inst_um 20.68 \
    tightestPinTransition_ns 0.8121 \
    io-pin-count 98 \
    vdd_drop_max_mv 0.1441 \
    root_buffer "clkbuf_8" \
    drt_iter0_drc 197 \
    post_cts_buffers 0 \
    grt_first_pass_wirelength_um 19330 \
    topCellsByArea "edfxtp_1 (73%), a22oi_1 (3.9%), a32oi_1 (2.3%)" \
    place_congestion 0.8487 \
    rsz0062_at_grt "no" \
    post-route-period-util_pct 76.97 \
    die_h_um 104.5 \
    outcome "completed" \
    ys_seq_share_pct 73.13 \
    cts_num_sinks 128 \
    top_area_cell "edfxtp_1" \
    topCombFamilyByArea "AND-OR/OR-AND gates" \
    adder_share_pct 1.428 \
    ys_ff 128 \
    critPathCaptureType "output pin" \
    antennaDiodeCount 0 \
    detailedPlacementHpwl_um 7320 \
    synth_chip_area_mm2 0.005256 \
    hold_violations 0 \
    register_area_mm2 0.003844 \
    place_area_mm2 0.006392 \
    layout-drive-gt1-share_pct 11.26 \
    vias 3478 \
    slew_violations 0 \
    ys.warnings.count 2 \
    clockBufferDepth 2 \
    fmax_mhz 139.7 \
    area.combinational_mm2 0.001299 \
    ys_types 36 \
    port_buffers 97 \
    syn_area_mm2 0.005256 \
    drv_cap 0 \
    drtAntennaViolNets 0 \
    ctsHoldBuffers 0 \
    overflow 0 \
    dr.pass1.iters 4 \
    hold_class "input pin to flip-flop" \
    grt_pass1_vias 3647 \
    ys_cells 335 \
    largest_reg_flops 128 \
    cts_resized 0 \
    drc 0 \
    mux_share_pct 0.6427 \
    grtUsageTotal_pct 25.76 \
    vias_per_cell 5.905 \
    area_delta_synth_final_pct 31.87 \
    finalSetupTns_ns 0 \
    path_clk_slew_ns 0.05 \
    whs_ns 1.978 \
    cts_tree "done" \
    cts_inserted_buffers 17 \
]
[kinds of logic (layout without fill, tap and decap cells)]
kind of cell / Yosys count / after routing
mux: 3 / 3
flops: 128 / 128
simple gates: 73 / 73
compound gates: 99 / 99
buf+inv: 26 / 144
fa+ha+maj: 6 / 6
[synthesized netlist by cell type (all sizes together)]
cell type	instances
o21ai	13
buf	10
mux2	3
o22ai	2
nor4b	1
a22oi	28
inv	5
nor4	6
a21oi	11
o221ai	2
edfxtp	128
a22o	4
nand4	3
nor3b	3
a32oi	14
a221oi	12
clkbuf	11
nor3	5
nand3	9
a32o	1
o41a	1
o211ai	10
ha	6
and3	11
o32a	1
nand2	25
and4	2
and2	2
nor2	6
[worst paths after layout]
| path | start | end | slack (ns) | depth (start not counted) |
|---|---|---|---|---|
| setup / recovery | addr[3] | dataOut[29] | 2.14 | 8 |
| hold / removal | dataIn[13] | d[3][13] | 1.98 | 1 |
[final cells by class]
type / count / area share [%]
Tap cell: 136 / 2.455
Clock buffer: 19 / 6.083
Inverter: 5 / 0.2708
Multi-Input combinational cell: 181 / 18.74
Timing Repair Buffer: 109 / 15.31
Clock inverter: 11 / 1.697
Sequential cell: 128 / 55.45
[cells in the final DEF, fill, tap and decap left out, drive strengths merged, types with 6 or more instances in the layout]
cell	count
clkinv	6
and3	11
nand2	25
o21ai	13
o211ai	10
a32oi	14
inv	6
nor2	6
nor4	6
ha	6
edfxtp	128
a22oi	28
clkdlybuf4s50	97
a21oi	11
clkbuf	19
a221oi	12
nand3	9
buf	12
[critical path: stages]
cell and delay [ns]:
clkdlybuf4s50_1 0.58, inv_1 0.18, ha_1 0.69, nor3b_1 0.25, and4_2 0.74, a221oi_1 0.18, o221ai_1 0.28, clkdlybuf4s50_1 0.52
[where the power goes]
| group | internal (µW) | switching, µW |
|---|---|---|
| registers | 635 | 0.0000000564 |
| clock network | 375 | 223 |
| logic | 47.1 | 31.3 |
| total | 1060 | 254 |
[layer usage]
metal  GRT usage [%]  part of all wire, %  up-vias
met5               0                    0        -
met4           2.551                 0.94        0
met3           13.53                   11       10
met2           36.85                   46      191
met1           41.38                   42     1672
li1                -                    -     1605
[per-stage QoR]
step                worst slack, ns  cells  total power (µW)
finish                        2.142    589              1311
global placement              2.260    559             724.3
detailed placement            2.162    559             724.9
floorplan                     4.160    335             667.9
CTS                           2.152    589              1321
global route                  1.882    589              1352
Power and IR drop assume default switching activity.
